==> /design/flow/config.mk <==
export PLATFORM = sky130hd
export DESIGN_NAME = oneHz_gen
export DESIGN_NICKNAME = oneHz_gen
export VERILOG_FILES = /design/flow/design.v
export SDC_FILE = /design/flow/constraint.sdc
export NUM_CORES = 4
export LEC_CHECK = 1
export CORE_AREA = 10 10 106 106
export DIE_AREA = 0 0 116 116
==> /design/flow/constraint.sdc <==
current_design oneHz_gen

set clk_period 3.3
set clk_io_pct 0.2

create_clock -name clk0 -period $clk_period [get_ports {clk_50MHz}]

set non_clock_inputs [all_inputs -no_clocks]
set_input_delay [expr $clk_period * $clk_io_pct] -clock clk0 $non_clock_inputs
set_output_delay [expr $clk_period * $clk_io_pct] -clock clk0 [all_outputs]
==> /design/flow/design.v <==
`timescale 1ns / 1ps
module oneHz_gen(
    input clk_50MHz,
    input reset_button,
    output clk_1Hz
    );
    reg [25:0] ctr_reg = 0;                  
    reg clk_out_reg = 0;
    always @(posedge clk_50MHz or posedge reset_button)
        if(reset_button) begin
            ctr_reg <= 0;
            clk_out_reg <= 0;
        end
		  else
            if(ctr_reg == 24999999) begin   
                ctr_reg <= 0;
                clk_out_reg <= ~clk_out_reg;
            end
            else
                ctr_reg <= ctr_reg + 1;
    assign clk_1Hz = clk_out_reg;
endmodule
==> /design/flow/run.sh <==
#!/bin/bash
# OpenROAD 26Q1-2900-gdf79404cd8, Yosys 0.63+post, stock flow scripts
make -C /OpenROAD-flow-scripts/flow DESIGN_CONFIG=/design/flow/config.mk WORK_HOME=/design/flow/orfs finish
==> impl_metrics.toml <==
# physical design summary
[worst_setup_path]
critPathLaunchType = "flop"
path_cells = "and4_1 > nand2_1 > nor3_2 > buf_4 > xor2_1"
critPathTopFamily = "simple AND/OR/NAND/NOR gates"
cp.buffers_inverters = 1
critPathSlowestCell = "sky130_fd_sc_hd__nor3_2"
timing_worst_setup_path_type = "flop to flop"
end_kind = "flop"
arrival_ps = 2230
critical-path-max-stage-delay_ps = 510
peak_fanout_along_the_critical_path = 8
worst-endpoint-required_ps = 3490

[sta]
grt_setup_unrepaired = "no"
achievable-frequency_ghz = 0.491
timing.final.hold_violations = 0
worst_clock_skew_ps = 3.83
post-route-min-period_ps = 2040
worst_slew_pin_slew_ps = 527
maxSlewHeadroom_pct = 64.7
report.final.slew_viol_count = 0
setup_total_negative_slack_ps = 0
setup_viol = 0
hold_slack_ps = 460
min_period_over_period_pct = 61.7

[logic_synthesis]
ys_warn_count = 1
postSynthSeqShare_pct = 50.6
synth_flops = 27
avgSynthCellArea_sq_um = 10.4
ys_cells = 128
postSynthCellCount = 128
mappedNetlistArea_sq_um = 1340
synth_cell_type_count = 31
ys_chip_area_sq_um = 1340

[placed_design]
hpwl_mm = 1.58
port_buffers = 2
place.gp.congestion = 0.774

[status]
run_status = "finished clean"

[clocking]
clk_pin_slew_ps = 90
cts_made_buffers = 3
clkSinkCount = 27
cts_hold_repair.buffers = 0
htree_levels = 1
clk_path_buf_depth = 2
clk_lat_worst_skew_ps = 260
cts_tree = "done"
cts.root.buffer_cell = "sky130_fd_sc_hd__clkbuf_8"
cts.repair.resized = 0
postCtsSetupRepairBufs = 0

[final_layout]
area.growth.synth_to_final_pct = 13.2
largest_reg_flops = 26
layout-drive-gt1-share_pct = 7.69
lay_top_cells = "sky130_fd_sc_hd__dfrtp_1 (27), sky130_fd_sc_hd__nand3_1 (10), sky130_fd_sc_hd__nor2_1 (9), sky130_fd_sc_hd__xor2_1 (9), sky130_fd_sc_hd__a21oi_1 (8)"
layout_top_cell = "sky130_fd_sc_hd__dfrtp_1"

[floorplanning]
initCoreUtil_pct = 15.1
fp.coreArea_sq_um = 8850
die_y_um = 116
placementRows = 34
die_area_sq_um = 13500
top_level_ports = 3
dieWidth_um = 116

[power_and_ir_drop]
totalPowerFinal_uw = 518
powerDensity_nw_per_um2 = 342
power.leakage_nw = 0.622
power.ir.vdd_worst_mv = 0.295

[drt]
first_iter_violations = 21
drtPass1Iterations = 4
antenna_cells_inserted = 0
drc_errors = 0
post_drt_via_cell_ratio = 3.87
post_drt_wl_per_cell_um = 9.32
routed_wl_mm = 2.22
routed-via-count = 921
final_antenna_net_count = 0

[grt]
number_of_global_route_vias_before_repair = 799
globalRouteOverflowTotal = 0
grt_util_all_layers_pct = 3.13
grt_antenna_before_repair = 0
grt_max_degree = 28
grt_pass1_wl_mm = 3.66

[run]
cap_violations = 0
tool_warnings = 25

[hold_path]
holdCritPathClass = "flop to flop"
cells in the mapped netlist:
cell	count	area [sq um]
sky130_fd_sc_hd__dfrtp_1	27	676
sky130_fd_sc_hd__nand3_1	10	50.1
sky130_fd_sc_hd__nor2_1	9	33.8
sky130_fd_sc_hd__xor2_1	9	78.8
sky130_fd_sc_hd__a21oi_1	8	40.0
sky130_fd_sc_hd__xnor2_1	7	61.3
sky130_fd_sc_hd__nand2_1	6	22.5
sky130_fd_sc_hd__and4_1	5	43.8
sky130_fd_sc_hd__nand4_1	5	31.3
sky130_fd_sc_hd__o21ai_0	5	25.0
sky130_fd_sc_hd__inv_1	4	15.0
sky130_fd_sc_hd__o31ai_1	4	30.0
sky130_fd_sc_hd__or3_1	4	25.0
sky130_fd_sc_hd__or4_1	3	22.5
sky130_fd_sc_hd__and3_1	2	12.5
sky130_fd_sc_hd__buf_4	2	15.0
sky130_fd_sc_hd__clkbuf_1	2	7.51
sky130_fd_sc_hd__nor3_1	2	10.0
sky130_fd_sc_hd__nor4_1	2	12.5
sky130_fd_sc_hd__a21oi_2	1	8.76
sky130_fd_sc_hd__and2_1	1	6.26
sky130_fd_sc_hd__buf_2	1	5.00
sky130_fd_sc_hd__buf_6	1	11.3
sky130_fd_sc_hd__ha_1	1	12.5
sky130_fd_sc_hd__nand4_2	1	12.5
sky130_fd_sc_hd__nand4_4	1	21.3
sky130_fd_sc_hd__nor2b_1	1	6.26
sky130_fd_sc_hd__nor3_2	1	10.0
sky130_fd_sc_hd__nor4b_1	1	8.76
sky130_fd_sc_hd__or4_4	1	11.3
sky130_fd_sc_hd__or4b_1	1	10.0
power breakdown:
group          internal [mW]  total (mW)  switching (mW)
registers              0.330       0.330               0
logic                0.00189     0.00813         0.00623
clock network         0.0862       0.179          0.0927
final timing paths:
path | start | endpoint | slack [ps] | cells after the start
max | ctr_reg[2] | clk_out_reg | 1260 | 5
min | ctr_reg[0] | ctr_reg[0] | 460 | 1
max reg2reg | ctr_reg[2] | clk_out_reg | 1260 | 5
min reg2reg | ctr_reg[0] | ctr_reg[0] | 460 | 1
max in group asynchronous | reset_button | ctr_reg[20] | 2310 | 3
min in group asynchronous | reset_button | ctr_reg[4] | 740 | 3
metrics by stage:
stage / instances / area (sq um) / worst slack, ps / utilization, %
5_1_grt: 238 / 1510 / 1140 / 17.1
3_3_place_gp: 234 / 1470 / 1340 / 16.6
6_report: 238 / 1510 / 1260 / 17.1
3_5_place_dp: 234 / 1470 / 1330 / 16.6
4_1_cts: 238 / 1510 / 1260 / 17.1
2_1_floorplan: 128 / 1340 / 1640 / -
logic make-up after synthesis:
| family | count (synthesis) | share of synthesized area (%) |
|---|---|---|
| XOR/XNOR | 16 | 10.5 |
| flip-flops | 27 | 50.6 |
| buffers and inverters | 10 | 4.03 |
| AND/OR/NAND/NOR | 56 | 26.2 |
| AND-OR/OR-AND | 18 | 7.77 |
| adder cells (fa/ha/maj) | 1 | 0.936 |
layout make-up:
class	instances	area, sq um
clock buffers	4	45.0
fillers	974	7340
inverters	4	15.0
multi-input cells	91	607
flip-flops and latches	27	676
well taps	108	135
repair buffers	4	35.0
per-layer routing:
| metal | GRT usage, % | vias up | part of all wire (%) |
|---|---|---|---|
| li1 | - | 469 | - |
| met1 | 4.55 | 441 | 52 |
| met2 | 4.89 | 9 | 44 |
| met3 | 0.314 | 2 | 1.5 |
| met4 | 0.834 | 0 | 1.8 |
| met5 | 0 | - | 0 |
No activity file was given, so power comes from the tool's default toggle rates.
