### config.mk
export PLATFORM = sky130hd
export DESIGN_NAME = seg7_control
export DESIGN_NICKNAME = seg7_control
export VERILOG_FILES = /design/flow/design.v
export SDC_FILE = /design/flow/constraint.sdc
export NUM_CORES = 4
export LEC_CHECK = 1
export CORE_AREA = 10 10 114 114
export DIE_AREA = 0 0 124 124
### constraint.sdc
current_design seg7_control

set clk_period 2.9
set clk_io_pct 0.2

create_clock -name clk0 -period $clk_period [get_ports {clk_50MHz}]

set non_clock_inputs [all_inputs -no_clocks]
set_input_delay [expr $clk_period * $clk_io_pct] -clock clk0 $non_clock_inputs
set_output_delay [expr $clk_period * $clk_io_pct] -clock clk0 [all_outputs]
### design.v
`timescale 1ns / 1ps
module seg7_control(
    input clk_50MHz,
    input reset_button,
    input [15:0] bcd,
    output reg [7:0] seg,        
    output reg [3:0] digit       
    ); 
    parameter ZERO  = 8'b00000011;   
    parameter ONE   = 8'b10011111;   
    parameter TWO   = 8'b00100101;   
    parameter THREE = 8'b00001101;   
    parameter FOUR  = 8'b10011001;   
    parameter FIVE  = 8'b01001001;   
    parameter SIX   = 8'b01000001;   
    parameter SEVEN = 8'b00011111;   
    parameter EIGHT = 8'b00000001;   
    parameter NINE  = 8'b00001001;   
	 parameter letter = 8'b11111101;  
    reg [1:0] digit_select;      
    reg [16:0] digit_timer;      
    always @(posedge clk_50MHz or posedge reset_button) begin
        if(reset_button) begin
            digit_select <= 0;
            digit_timer <= 0; 
        end
        else
		    if(digit_timer == 49_999) begin          
                digit_timer <= 0;                    
                digit_select <=  digit_select + 1;
            end
            else
                digit_timer <=  digit_timer + 1;
    end
    always @(digit_select) begin
	   case(digit_select) 
            2'b00 : digit = 4'b0001;    
            2'b01 : digit = 4'b0010;    
            2'b10 : digit = 4'b0100;    
            2'b11 : digit = 4'b1000;    
        endcase
    end
    always @*
        case(digit_select)
            2'b00 : begin        
                        case(bcd[3:0])
			                   4'b0000 : seg = ZERO;
                            4'b0001 : seg = ONE;
                            4'b0010 : seg = TWO;
                            4'b0011 : seg = THREE;
                            4'b0100 : seg = FOUR;
                            4'b0101 : seg = FIVE;
                            4'b0110 : seg = SIX;
			                   4'b0111 : seg = SEVEN;
                            4'b1000 : seg = EIGHT;
                            4'b1001 : seg = NINE;
                        endcase
                    end
            2'b01 : begin        
                        case(bcd[7:4])
			    4'b0000 : seg = ZERO;
                            4'b0001 : seg = ONE;
                            4'b0010 : seg = TWO;
                            4'b0011 : seg = THREE;
                            4'b0100 : seg = FOUR;
                            4'b0101 : seg = FIVE;
                            4'b0110 : seg = SIX;
                            4'b0111 : seg = SEVEN;
                            4'b1000 : seg = EIGHT;
                            4'b1001 : seg = NINE;
			endcase
                    end
            2'b10 : begin        
 			            case(bcd[11:8])
			                   4'b0000 : seg = ZERO;
                            4'b0001 : seg = ONE;
                            4'b0010 : seg = TWO;
                            4'b0011 : seg = THREE;
                            4'b0100 : seg = FOUR;
                            4'b0101 : seg = FIVE;
                            4'b0110 : seg = SIX;
			                   4'b0111 : seg = SEVEN;
                            4'b1000 : seg = EIGHT;
                            4'b1001 : seg = NINE;
                        endcase
                    end
            2'b11 : begin        
 			           case(bcd[15:12])
			                   4'b0000 : seg = ZERO;
                            4'b0001 : seg = ONE;
                            4'b0010 : seg = TWO;
                            4'b0011 : seg = THREE;
                            4'b0100 : seg = FOUR;
                            4'b0101 : seg = FIVE;
                            4'b0110 : seg = SIX;
			                   4'b0111 : seg = SEVEN;
                            4'b1000 : seg = EIGHT;
                            4'b1001 : seg = NINE;
                        endcase
                    end
        endcase
endmodule
### run.sh
#!/bin/bash
# OpenROAD 26Q1-2900-gdf79404cd8, Yosys 0.63+post, stock flow scripts
make -C /OpenROAD-flow-scripts/flow DESIGN_CONFIG=/design/flow/config.mk WORK_HOME=/design/flow/orfs finish
==> results.toml <==
# flow metrics
[logic_synthesis]
async_flop_share_pct = 73.1
top_area_share_pct = 28.7
synth.area.top_cells = "dfrtp_1 (29%), xnor2_1 (9.0%), dlxtn_1 (6.3%), nand3_1 (3.9%), nor2_1 (3.9%)"
ys_area_um2 = 1660
synth_cell_type_count = 43
post-synth-top-count-cell = "dfrtp_1"
synth.cells.most_frequent = "dfrtp_1 (19), nor2_1 (17), xnor2_1 (17)"
flop_cell = "dfrtp_1"
edf_count = 0
syn-mean-instance-area_um2 = 8.37
yosys_cells = 198
ys.flops = 26
ys_warn_count = 1
yosysTopAreaCell = "dfrtp_1"
synthCells = 198
syn_area_um2 = 1660

[final_timing]
rsz0062_at_grt = "false"
finalCritPeriodShare_pct = 74.3
untimed_endpoints = 14
holdWs_ns = 0.479
relSlewSlack_pct = 52.6
setup_violations = 0
slew_violations = 0
final.min_clock_period_ns = 2.15
fmaxAchievable_mhz = 464
clock_skew_ns = 0.00278
worst_pin_slew_ns = 0.710
unclocked_regs = 7
hold_violations = 0
finalSetupTns_ns = 0

[global_route]
grt_pass1_vias = 1355
grt_max_degree = 20
grt_pass1_wl_um = 6760
grt_usage_pct = 5.29
grt_antenna_before_repair = 0
overflow = 0

[power]
powerDensity_nw_per_um2 = 259
power.leakage_uw = 0.000791
peakVddDrop_uv = 123

[drt]
wl_um = 4090
ant_nets = 0
drtIter0Drc = 90
first_pass_iters = 4
diodes = 0
drt-wirelength-per-cell_um = 11.6
via_per_inst = 4.08
via_count = 1441
route.detailed.drc = 0

[floorplan]
rows = 37
core_area_um2 = 10400
fp.dieH_um = 124
ioPinCount = 30
die_area_um2 = 15400
fp_util_pct = 15.9
die_w_um = 124

[place]
dp_hpwl_um = 3260
gp_congestion = 0.808
port_buffers = 28

[clock_tree]
cts_buffers = 3
cts.path.max_buffers = 2
cts_root_buffer = "clkbuf_8"
cts_resized = 0
postCtsHoldBufs = 0
postCtsSetupRepairBufs = 0
insertion_delay_ns = 0.25
cts.htree.levels = 1
path_clk_slew_ns = 0.07
cts_tree = "built"

[worst_setup_path]
crit_type = "flop to primary output"
required_ns = 2.32
cp_max_fo = 7
cp-end-kind = "primary output"
arrival_ns = 1.57
start_kind = "flop"

[finish]
area_growth_pct = 26.4
post_route_cells_drive_above_1_share_pct = 3.69

[hold_path]
hp-class = "flop to flop"

[job]
maxCapViolations = 0
warnings = 28

[status]
outcome = "completed"
==> cell usage in the layout (no fill, tap or decap), types with 3 or more instances in the layout <==
master | Yosys | final
clkdlybuf4s50_1 | 0 | 28
dfrtp_1 | 19 | 19
xnor2_1 | 17 | 17
nor2_1 | 17 | 17
nand3_1 | 13 | 13
inv_1 | 12 | 12
nand2_1 | 11 | 11
a21oi_1 | 9 | 9
xor2_1 | 7 | 7
nor3_1 | 7 | 7
nand4_1 | 7 | 7
dlxtn_1 | 7 | 7
nor2b_1 | 5 | 5
o211ai_1 | 5 | 5
o21ai_0 | 5 | 5
ha_1 | 5 | 5
maj3_1 | 4 | 4
a31oi_1 | 3 | 3
a2111oi_0 | 3 | 3
clkbuf_8 | 0 | 3
==> routing by layer <==
metal	share of wire (%)	vias to the layer above	GRT usage [%]
met1	46	671	7.10
met3	6.7	2	0.781
met5	0	-	0
met2	46	29	9.11
li1	-	739	-
met4	0.93	0	0.647
==> layout make-up <==
cell class / count / area [um^2]
Clock buffer: 3 / 41.3
Clock inverter: 1 / 5.00
Fill cell: 1138 / 8320
Inverter: 12 / 45.0
Multi-Input combinational cell: 145 / 957
Sequential cell: 26 / 581
Tap cell: 136 / 170
Timing Repair Buffer: 30 / 295
==> path summary, 6_finish.rpt <==
kind | slack [ns] | depth (start not counted) | startpoint | endpoint
max | 0.75 | 3 | digit_select[0] | digit[2]
min in group asynchronous | 0.74 | 2 | reset_button | digit_timer[14]
max reg2reg | 1.22 | 5 | digit_timer[8] | digit_select[1]
min reg2reg | 0.48 | 1 | digit_timer[16] | digit_timer[16]
max in group asynchronous | 1.71 | 2 | reset_button | digit_timer[6]
min | 0.48 | 1 | digit_timer[16] | digit_timer[16]
==> metrics by stage <==
stage | power, uW | util, % | setup WS (ns) | area, um^2 | instances
after floorplan | 331 | - | 1.43 | 1660 | 198
after global placement | 368 | 19.7 | 1.05 | 2050 | 349
after detailed placement | 369 | 19.7 | 1.02 | 2050 | 349
after CTS | 549 | 20.1 | 0.727 | 2090 | 353
after global routing | 571 | 20.1 | 0.647 | 2090 | 353
final | 543 | 20.1 | 0.747 | 2090 | 353
==> registers in the layout, summed over array words and instances, names as in the netlist <==
signal and flops:
digit_timer 17, seg 7, digit_select 2
==> report_power, final <==
part	switching, uW	internal [uW]
Combinational	47.0	43.2
Clock	84.2	95.3
Sequential	0.849	273
==> kinds of logic after synthesis <==
family                   count (synthesis)  synth area share [%]
AND-OR/OR-AND                           40                  16.8
XOR/XNOR                                24                  12.7
adder cells (fa/ha/maj)                  9                  6.19
buffers and inverters                   27                  7.17
flip-flops                              19                  28.7
latches                                  7                  6.34
multiplexers                             1                 0.680
other                                    1                 0.226
AND/OR/NAND/NOR                         70                  21.2
==> worst max-delay path, cell delays in order, from the launching register on <==
cell and delay, ns:
dfrtp_1 0.40, inv_1 0.12, ha_1 0.28, clkdlybuf4s50_1 0.52
Power is estimated from default activity; no workload was simulated.
